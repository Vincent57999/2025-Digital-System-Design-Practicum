===== config.mk =====
export PLATFORM = sky130hd
export DESIGN_NAME = lab7_3
export DESIGN_NICKNAME = lab7_3
export VERILOG_FILES = /design/flow/design.v
export SDC_FILE = /design/flow/constraint.sdc
export NUM_CORES = 4
export LEC_CHECK = 1
export CORE_AREA = 10 10 70 70
export DIE_AREA = 0 0 80 80

===== constraint.sdc =====
current_design lab7_3

set clk_period 4.9
set clk_io_pct 0.2

create_clock -name clk0 -period $clk_period

set non_clock_inputs [all_inputs -no_clocks]
set_input_delay [expr $clk_period * $clk_io_pct] -clock clk0 $non_clock_inputs
set_output_delay [expr $clk_period * $clk_io_pct] -clock clk0 [all_outputs]

===== design.v =====
module lab7_3(
	input [7:0] in,
	output reg [3:0] units,
	output reg [3:0] tens,
	output reg [1:0] hunds
);
	reg [17:0] bcd;
	integer i;
	always @(*) begin
		bcd = 18'b0;
		bcd[7:0] = in;
		for(i=0;i<8;i=i+1) begin
			bcd = bcd <<1;
			if(bcd[17:16]>=4'd5&&i<7) bcd[17:16] = bcd[17:16] + 4'd3;
			if(bcd[15:12]>=4'd5&&i<7) bcd[15:12] = bcd[15:12] + 4'd3;
			if(bcd[11:8]>=5&&i<7) bcd[11:8] = bcd[11:8] + 3;
		end
		units = bcd[11:8];
		tens = bcd[15:12];
		hunds = bcd[17:16];
	end
endmodule

===== run.sh =====
#!/bin/bash
# OpenROAD 26Q1-2900-gdf79404cd8, Yosys 0.63+post, stock flow scripts
make -C /OpenROAD-flow-scripts/flow DESIGN_CONFIG=/design/flow/config.mk WORK_HOME=/design/flow/orfs finish

==> results.rst <==
Metrics
=======

.. list-table::
   :header-rows: 1

   * - Metric
     - Value
   * - Run status
     - complete, but fails checks
   * - Failing checks
     - setup timing
   * - Final critical-path required period
     - around 5800 ps
   * - Count of distinct cell types in the synthesized netlist
     - ~50
   * - Overall via count from detail_route
     - 1,325
   * - Total overflow reported by the global router
     - 0
   * - Type of the worst min-delay path
     - in -> out
   * - Critical-path cell with the highest stage delay
     - or3_1
   * - Die extent in x
     - 80 um
   * - Global-route wire length before repair
     - 5.099 mm
   * - Largest net degree at the start of global routing
     - 17
   * - Power density relative to cell area
     - about 250 nW/um^2
   * - Final wirelength
     - between 3 and 4 mm
   * - Arrival time of data at the critical path endpoint
     - around 4900 ps
   * - Tally of non-filler cells in the final layout
     - 259
   * - Post-synthesis instance area
     - 992.2 sq um
   * - Antenna Nets Post-Route
     - 0
   * - Core utilization at floorplan
     - between 20 and 30%
   * - Area of the die
     - approximately 6400 sq um
   * - Worst rel slew slack
     - ~63%
   * - Routability congestion estimate
     - 0.8135
   * - Worst hold-check slack
     - between 1500 and 2000 ps
   * - Final sum of negative setup slack
     - -7556 ps
   * - Layout-stage area growth over the synthesis result
     - 96.85%
   * - Total power draw
     - around 0.49 mW
   * - Number of flip-flops and latches
     - 0
   * - Routed via count divided by cell count
     - 5.116
   * - Count of boundary I/O pins
     - 18
   * - Final Max-Slew Violation Tally
     - 0
   * - Post-DR wirelength/cell
     - about 12 um
   * - Cell total in the yosys stat output
     - around 140
   * - Final Cycle Share
     - 119.2%
   * - Total area of sequential cells
     - 0 sq um
   * - Tool Warnings
     - 39
   * - Final-report hold violation count
     - 0
   * - Critical Path End Type
     - output port
   * - Share of layout cells above drive strength 1
     - around 60%
   * - Total iterations of the first detailed-routing run
     - 4
   * - Buffers added on ports
     - 16
   * - Setup crit start kind
     - primary input
   * - Post-detailed-route DRC marker count
     - 0
   * - Required time at the worst-slack endpoint
     - a little under 4000 ps
   * - Core box area
     - between 3000 and 4000 sq um
   * - Max FO, Critical Path
     - 4
   * - Gate Area
     - approximately 1200 sq um
   * - Mean cell area of the mapped netlist
     - between 7 and 8 sq um
   * - Clk_buf instances
     - 0
   * - Diodes inserted
     - 0
   * - Final setup fails
     - 9
   * - Initial detailed-routing violation count
     - approximately 43
   * - RSZ-0062 raised after global routing
     - yes
   * - Fmax
     - between 0.15 and 0.2 GHz
   * - Cell repeated most along the worst path
     - ha_4
   * - Util after Layout
     - around 57%
   * - Max-capacitance violation count
     - 0
   * - Vertical extent of the die
     - approximately 80 um
   * - Synthesized netlist cell count
     - between 100 and 150
   * - Sequential area share after synthesis
     - 0%
   * - GRT Overall Usage
     - a little under a tenth
   * - Measured slew at the worst slew-check pin
     - between 500 and 600 ps
   * - Worst hold stages
     - 0
   * - Yosys chip area
     - 992.2 sq um
   * - Number of antenna violations at the first check in global routing
     - 0
   * - Leakage
     - 0.8468 nW
   * - Final-layout fill cell count
     - ~280
   * - Rows
     - 21
   * - Vias in the first global route
     - approximately 1,200
   * - Final Worst Setup Slack
     - -940.0 ps
   * - Peak VDD IR
     - 0.1223 mV
   * - Delay of the slowest critical-path stage
     - about 370 ps
   * - DP Wirelength
     - between 2 and 2.5 mm
   * - Synth warn
     - 1
   * - Total placed cells including tap cells
     - about 230
   * - Setup Crit Path Kind
     - in -> out
   * - Hold-fix buffer count after cts
     - 0
==> cells in the final DEF (no fill, tap or decap), types with 4 or more instances in the layout <==
cell | Yosys | layout
buf_4 | 1 | 57
buf_6 | 0 | 9
buf_2 | 3 | 9
nor2_1 | 11 | 8
inv_1 | 9 | 5
mux2i_1 | 6 | 5
ha_4 | 0 | 5
o21ai_1 | 2 | 4
nand2_1 | 6 | 4
nand3_1 | 5 | 4
clkdlybuf4s50_1 | 0 | 4
==> through the flow <==
step | instance area [sq um] | worst slack [ps]
3_3_place_gp | 1619 | -1730
6_report | 1953 | -940.0
3_5_place_dp | 1619 | -1811
4_1_cts | 1833 | -1096
2_1_floorplan | 1145 | -695.5
5_1_grt | 1953 | -1146
==> cell families after synthesis <==
logic type	synth area share (%)
fa+ha+maj	12.61
simple gates	31.78
mux	10.84
compound gates	32.91
xor+xnor	5.423
buf+inv	6.431
==> path summary, 6_finish.rpt <==
check / slack (ps) / to / from
worst max-delay path: -940 / tens[3] / in[6]
worst min-delay path: 1960 / units[0] / in[0]
==> layout make-up <==
cell class | instances | area share, %
inverters | 9 | 3.075
multi-input cells | 123 | 61.05
well taps | 46 | 2.947
repair buffers | 81 | 32.93
==> report_power, final <==
| part | leakage (nW) | internal, mW | switching (mW) | total [mW] |
|---|---|---|---|---|
| combinational | 0.847 | 0.276 | 0.212 | 0.488 |
| clock | 0 | 0 | 0 | 0 |
| sequential | 0 | 0 | 0 | 0 |
==> repair_timing <==
action | CTS | global route
resized | 66 | 19
setup endpoints to repair | 9 | 9
buffers inserted | 21 | 7
pin swaps | 28 | 19
==> metal layers <==
layer	vias up	track usage (%)	share of wire, %
li1	677	-	-
met1	632	13.43	52
met2	16	14.37	45
met3	0	0.6818	2.4
met4	0	0.3521	0
met5	-	0	0
==> worst max-delay path, delay by kind of cell <==
| family | cells | cell delay (ps) |
|---|---|---|
| multiplexers | 1 | 150 |
| XOR/XNOR | 1 | 150 |
| AND/OR/NAND/NOR | 9 | 1460 |
| AND-OR/OR-AND | 3 | 470 |
| buffers and inverters | 7 | 590 |
| adder cells (fa/ha/maj) | 6 | 1030 |
==> cells in the mapped netlist (all sizes together) <==
cell     number  area share [%]
a31oi         6             3.8
a21oi         7             3.9
o221ai        1            0.88
mux2          1             1.1
mux2i         8             9.7
o22a          2             1.8
o211ai        3             2.3
a31o          1            0.88
o22ai         4             2.5
nor4b         1            0.88
and2          2             1.3
xor2          1             2.8
inv           9             3.4
o31a          2             1.8
or2           5             3.2
nand3         6             3.5
clkbuf        2            0.76
o21ai         7             3.5
nor2b         3             1.9
and3          3             1.9
nor2         11             4.2
a211oi        2             1.5
nand4         1            0.63
a311oi        1             1.5
ha           10              13
o32a          1             1.1
nand2b        4             2.5
nor4          3             3.2
a311o         1             1.0
or3           3             1.9
buf           4             2.3
nand2         6             2.3
nor3          6             4.5
o311ai        1            0.88
a2111oi       1            0.88
o21a          1            0.76
a21boi        2             1.5
xnor2         3             2.6
a211o         1            0.88
a21o          2             1.5
Power figures rest on the tool's default switching activity, not on a simulated workload.
