==> /design/flow/run.sh <==
#!/bin/bash
# OpenROAD 26Q1-2900-gdf79404cd8, Yosys 0.63+post, stock flow scripts
make -C /OpenROAD-flow-scripts/flow DESIGN_CONFIG=/design/flow/config.mk WORK_HOME=/design/flow/orfs finish
==> /design/flow/config.mk <==
export PLATFORM = sky130hd
export DESIGN_NAME = lab9_2
export DESIGN_NICKNAME = lab9_2
export VERILOG_FILES = /design/flow/design.v
export SDC_FILE = /design/flow/constraint.sdc
export NUM_CORES = 4
export LEC_CHECK = 1
export CORE_UTILIZATION = 30
==> /design/flow/constraint.sdc <==
current_design lab9_2

set clk_period 3.8
set clk_io_pct 0.2

create_clock -name clk0 -period $clk_period [get_ports {clk}]

set non_clock_inputs [all_inputs -no_clocks]
set_input_delay [expr $clk_period * $clk_io_pct] -clock clk0 $non_clock_inputs
set_output_delay [expr $clk_period * $clk_io_pct] -clock clk0 [all_outputs]
==> /design/flow/design.v <==
module lab9_2(	clk,
				reset,
				LCD_DATA,
				LCD_RW,
				LCD_EN,
				LCD_RS,
				LCD_RST,
				clear
				);					
input	clk;
input	reset;
input	clear;
output	[7:0]	LCD_DATA;
output	LCD_RW;
output	LCD_EN;
output	LCD_RS;
output	LCD_RST;
reg		[7:0]	LCD_DATA;
reg		LCD_RW;
reg		LCD_EN;
reg		LCD_RS;
reg		LCD_RST;
reg		[3:0]	state;
reg		[17:0]	counter;
reg		[5:0]	DATA_INDEX;
wire		[7:0]	DATA;
LCDM_table	M1(DATA_INDEX,DATA);
always	@(posedge	clk or negedge	reset)begin
	if(!reset)begin
		LCD_DATA	<= 8'd0;
		LCD_RW	<= 1'b1;
		LCD_EN	<= 1'b1;
		LCD_RS	<= 1'b0;
		state		<= 4'd0;
		counter	<= 18'd0;
		DATA_INDEX	<= 6'd0;
		LCD_RST		<= 1'b1;
	end
	else begin
		case(state)
			4'd0:begin
				if(DATA_INDEX == 6'd32)
					state	<= 4'd4;
				else if(DATA_INDEX == 6'd63)
					state	<= 4'd5;
				else begin
					state	<= 4'd1;
				end
				LCD_RST		<= 1'b0;
			end
			4'd1:begin
				LCD_EN	<= 1'b1;
				LCD_RS	<= 1'b1;
				LCD_RW	<= 1'b0;
				LCD_RST	<= 1'b0;
				LCD_DATA <= DATA[7:0];
				state		<= 4'd2;
			end
			4'd2:begin
				if(counter	< 18'd1) 
					counter	<= counter+18'd1;
				else
					state		<= 4'd3;
			end
			4'd3:begin
				LCD_EN	<= 1'b0;
				counter	<= 18'd0;	
				DATA_INDEX		<= DATA_INDEX+6'd1;
				state		<= 4'd0;
			end
			4'd4:begin
				if(!clear)begin
					state		<= 4'd1;
					LCD_RST		<= 1'b1;
				end
				else state	<= 4'd4;
			end
			4'd5:begin  
				state	<= 4'd5;
			end
			default:;
		endcase
	end
end
endmodule
module	LCDM_table(table_index,data_out);
input		[5:0]table_index;
output	reg	[7:0]data_out;
always@(table_index)begin
	case(table_index)
		6'd0: data_out = 8'h2E;  
		6'd1: data_out = 8'h54; 
		6'd2: data_out = 8'h55;
		6'd3: data_out = 8'h53;
		6'd4: data_out = 8'h54;
		6'd5: data_out = 8'h5F;
		6'd6: data_out = 8'h25;
		6'd7: data_out = 8'h25;
		6'd8: data_out = 8'h5F;
		6'd9: data_out = 8'h5F;
		6'd10: data_out = 8'h5F;
		6'd11: data_out = 8'h5F;
		6'd12: data_out = 8'h5F;
		6'd13: data_out = 8'h5F;
		6'd14: data_out = 8'h5F;
		6'd15: data_out = 8'h5F;
		6'd16: data_out = 8'h26;  
		6'd17: data_out = 8'h30;
		6'd18: data_out = 8'h27;
		6'd19: data_out = 8'h21;
		6'd20: data_out = 8'h5F;
		6'd21: data_out = 8'h43;
		6'd22: data_out = 8'h4F;
		6'd23: data_out = 8'h55;
		6'd24: data_out = 8'h52;
		6'd25: data_out = 8'h53;
		6'd26: data_out = 8'h45;
		6'd27: data_out = 8'h5F;
		6'd28: data_out = 8'h5F;
		6'd29: data_out = 8'h5F;
		6'd30: data_out = 8'h5F;
		6'd31: data_out = 8'h5F;  
		6'd32: data_out = 8'h22;
		6'd33: data_out = 8'h11;
		6'd34: data_out = 8'h11;
		6'd35: data_out = 8'h11;		
		6'd36: data_out = 8'h10;
		6'd37: data_out = 8'h17;
		6'd38: data_out = 8'h10;
		6'd39: data_out = 8'h15;
		6'd40: data_out = 8'h16;
		6'd41: data_out = 8'h5F; 
		6'd42: data_out = 8'h5F;
		6'd43: data_out = 8'h5F;
		6'd44: data_out = 8'h5F;
		6'd45: data_out = 8'h5F;
		6'd46: data_out = 8'h5F;
		6'd47: data_out = 8'h5F;
		6'd48: data_out = 8'h5F;
		6'd49: data_out = 8'h5F;
		6'd50: data_out = 8'h5F;
		6'd51: data_out = 8'h5F;
		default:data_out = 8'h000;
	endcase
end
endmodule
module  trigger(clk,reset,sw_in,sw_out);
input   clk,sw_in,reset;
output  reg sw_out;
reg     tri_reg;
always@(posedge clk,negedge reset)begin
	if(!reset)begin
		sw_out <= 1'd0;
		tri_reg <= 1'd0;
	end
	else	begin
		if(sw_in == 1 && tri_reg == 0)sw_out <= 1'd1;
		else sw_out <= 1'd0;
		tri_reg <= sw_in;
	end
end  
endmodule
==> results.toml <==
# generated from flow reports
[yosys]
synth_flops = 40
synthCells = 206
synth.largest_area_cell = "dfrtp_1"
ys_cells = 206
most_common_cell = "dfrtp_1"
syn_avg_cell_area_um2 = 10.0
top_cells_by_area = "dfrtp_1 44%, ha_1 6.7%, dfstp_2 5.1%"
synth_seq_share_pct = 48.8
synth.top_cell.area_share_pct = 43.7
synth.distinct_cells = 50
synthesis.area_um2 = 2060
edf_count = 0
flop_cell = "dfrtp_1"
ys_warn_count = 2
ys_chip_area_um2 = 2060
common_cells = "36 x dfrtp_1, 15 x nor2_1, 14 x inv_1, 14 x o21ai_0"
synthArstFlopShare_pct = 100

[power_and_ir_drop]
comb_power_share_pct = 1.3
ir_worst_vdd_uv = 140
clock_power_share_pct = 44.5
internal_power_w = 0.000625
pwr-share-seq_pct = 54.2
p_sw_share_pct = 20.3
finalPower_w = 0.000784
power.switching_w = 0.000159
leakage_nw = 0.993
power.density_nw_per_um2 = 333

[grt]
antenna_found_initial = 0
top_usage_layer = "met1"
grt_max_degree = 41
use_met2_pct = 16.5
grt_pass1_wl_mm = 6.36
use_met3_pct = 1.78
grt_pass1_vias = 1325
grt_util_all_layers_pct = 10.9
overflow = 0
met1_usage_pct = 17.6

[critical_path]
critPathMaxFanout = 9
crit_required_ns = 3.96
rr_worst_depth = 7
startpoint = "DATA_INDEX[1]"
end_kind = "flop"
criticalPathCategory = "flop to flop"
worstReg2RegStart = "DATA_INDEX[1]"
cp_data_arrival_time_ns = 2.25
cp-start-kind = "flop"

[clocking]
htree_levels = 2
cts_tree = "done"
clk_path_buf_depth = 2
cts-hold-fix-buffers = 0
clkSlewWorstSetupHoldPaths_ns = 0.08
cts-resized-gates = 0
cts.sinks = 40
cts_setup_buffers = 0
cts_inserted_buffers = 5
clock.latency.late_pin_ns = 0.29
root_buffer = "clkbuf_8"

[drt]
drt_iter0_markers = 125
antenna_cells = 0
wl_per_cell_um = 12.2
vias = 1433
drc = 0
first_pass_iters = 15
drt-total-wl_mm = 3.59
ant_nets = 0
viasPerCell = 4.87

[placement]
hpwlAfterDp_mm = 2.51
dp_cells = 286
routabilityCongestion = 0.881
portBuffers = 13

[finish]
area_growth_pct = 14.1
drive_gt1_share_pct = 14.7
fin_cells = 294

[sta]
fmax_mhz = 478
rsz0062_at_grt = "false"
fin_crit_sh_pct = 55.1
final-max-slew-violation-count = 0
min_period_ns = 2.09
fin_setup_tns_ns = 0
setup_violations = 0
worst_pin_slew_ns = 0.645
hold_viol = 0
whs_ns = 0.480
slew_headroom_pct = 57.0
clock_skew_ns = 0.00531

[min_path]
hold_start = "LCD_RS"
holdCritPathClass = "flop to flop"
hold_path_depth = 1

[floorplan]
rows = 29
dieWidth_um = 84.9
die_h_um = 84.9
dieArea_um2 = 7210
io_pins = 15
fp_util_pct = 31.7
core_um2 = 6490

[job]
warnings = 33
drv_cap = 0

[run_status]
status = "completed"
final cells by class:
cell class | instances | area, um^2
timing repair buffer | 14 | 133
sequential | 40 | 1010
clock buffer | 5 | 68.8
inverter | 14 | 52.6
clock inverter | 3 | 46.3
fill | 638 | 4140
multi-input combinational | 141 | 951
tap | 77 | 96.3
sequential cells by signal, summed over array words and instances, names as in the netlist:
signal / flops
LCD_RW: 1
DATA_INDEX: 6
counter: 18
LCD_DATA: 7
LCD_EN: 1
LCD_RST: 1
state: 5
LCD_RS: 1
layer usage:
layer	vias up	share of wire, %
met1	664	52
met5	-	0
met2	29	43
li1	734	-
met4	0	1.6
met3	6	3.3
cells in the final DEF (no fill, tap or decap), types with 7 or more instances in the layout:
cell | Yosys | layout
dfrtp_1 | 36 | 36
nor2_1 | 15 | 15
inv_1 | 14 | 14
o21ai_0 | 14 | 14
clkdlybuf4s50_1 | 0 | 12
a21oi_1 | 11 | 11
ha_1 | 11 | 11
nand2_1 | 10 | 10
nor2b_1 | 7 | 7
a31oi_1 | 7 | 7
metrics by stage:
stage / instance area, um^2 / worst slack [ns] / utilization [%]
after floorplan: 2060 / 1.88 / -
after global placement: 2240 / 1.74 / 34.5
after detailed placement: 2240 / 1.72 / 34.5
after CTS: 2350 / 1.71 / 36.2
after global routing: 2350 / 1.56 / 36.2
final: 2350 / 1.71 / 36.2
final timing paths:
path / to / slack, ns
setup / recovery: LCD_DATA[1] / 1.71
hold / removal: LCD_RS / 0.48
setup reg to reg: LCD_DATA[1] / 1.71
hold reg to reg: LCD_RS / 0.48
max in group asynchronous: LCD_RST / 2.93
min in group asynchronous: counter[14] / 0.51
worst max-delay path, stage by stage, from the launching register on:
cell and delay, ns:
dfrtp_1 0.51, inv_1 0.19, ha_1 0.25, or3_1 0.40, a221oi_1 0.28, a211oi_1 0.08
a41oi_1 0.17, a21oi_1 0.08
logic make-up (layout without fill, tap and decap cells):
| kind of cell | Yosys count | after routing | share of synthesized area, % |
|---|---|---|---|
| simple gates | 72 | 72 | 20.7 |
| compound gates | 52 | 52 | 16.4 |
| flops | 40 | 40 | 48.8 |
| buf+inv | 25 | 36 | 5.10 |
| fa+ha+maj | 11 | 11 | 6.67 |
| xor+xnor | 4 | 4 | 1.70 |
| other cells | 1 | 1 | 0.182 |
| mux | 1 | 1 | 0.485 |
power groups by stage:
stage	clock network (W)	registers, W	logic (W)
4_1_cts	0.000361	0.000425	0.0000111
5_1_grt	0.000382	0.000426	0.0000124
6_report	0.000349	0.000425	0.0000101
Power is estimated from default activity; no workload was simulated.
